[./config.mk]
export PLATFORM = sky130hd
export DESIGN_NAME = PalmIdentification
export DESIGN_NICKNAME = PalmIdentification
export VERILOG_FILES = /design/flow/design.v
export SDC_FILE = /design/flow/constraint.sdc
export NUM_CORES = 4
export LEC_CHECK = 1
export CORE_AREA = 10 10 106 106
export DIE_AREA = 0 0 116 116
[./design.v]
module PalmIdentification(object_image,
			  finger_width,
			  start_of_palm_c,
			  end_of_palm_c,
			  palm_width,
			  flag,			  
			  rst,clk);
   input object_image,flag;
   output [8:0]  start_of_palm_c,end_of_palm_c, palm_width,finger_width;
   input 	rst, clk;
   reg [8:0] 	 start_of_palm_c,  end_of_palm_c,  palm_width,finger_width;
   reg 		FOUND_PALM_START=0, FOUND_PALM_END=0;
  parameter IMAGE_WIDTH=384;
  parameter IMAGE_HEIGHT=216;
   reg [8:0] 	row_count = 0, col_count = 0;
   reg 		INNERBREAK = 0;
   reg [8:0] palm_width_max,start_of_palm_c_max,end_of_palm_c_max,finger_width_max;
   reg [8:0] start_of_palm_r,end_of_palm_r,finger_width_r;
   always @(posedge clk) begin
      if (rst) begin
	 start_of_palm_c = 9'b0;
	 end_of_palm_c = 9'b0;
	 col_count = 9'b0;
	 row_count =9'b0;
	 start_of_palm_c_max = 9'b0;
     end_of_palm_c_max = 9'b0;
     palm_width = 9'b0;
     palm_width_max=9'b0;
     finger_width =9'b0;
     finger_width_max=9'b0;
      end
      else begin
	 if(col_count >= IMAGE_WIDTH-1) begin
	    col_count = 0;
	    row_count = row_count + 1;
	 end
	 else begin
   	    col_count = col_count + 1;
	 end	
	    if(object_image && !flag) begin
	       if(FOUND_PALM_START == 0) begin
		       FOUND_PALM_START <= 1;
		      start_of_palm_c <= col_count;
	       end  
	       else FOUND_PALM_START <= 1;
	     end
	    else if(!flag)begin  
		        end_of_palm_c = col_count;
		        if(FOUND_PALM_START ==1)FOUND_PALM_END = 1;
	       end 
        else begin
            end_of_palm_c= end_of_palm_c_max;
            start_of_palm_c=start_of_palm_c_max;
        end
if(FOUND_PALM_END==1)begin
    if(end_of_palm_c >start_of_palm_c)
        begin
            if(palm_width_max < (end_of_palm_c - start_of_palm_c))  begin
             palm_width = end_of_palm_c - start_of_palm_c;
             end_of_palm_c_max = end_of_palm_c ;
             start_of_palm_c_max=start_of_palm_c;
             end
            else if(row_count>IMAGE_HEIGHT/2)begin
                        if(finger_width_max < (end_of_palm_c - start_of_palm_c) )  begin
                        finger_width = end_of_palm_c - start_of_palm_c;
                        if(finger_width>palm_width/10 && finger_width < palm_width/4 && finger_width_max<finger_width) finger_width_max = finger_width;
                        else finger_width_max=finger_width_max;
                        end
            end
        end
    else 
        palm_width =palm_width_max;
    palm_width_max =palm_width;
		  if (palm_width > IMAGE_WIDTH/5) begin
		     INNERBREAK <= 1;
        end
          FOUND_PALM_START  = 0;
          FOUND_PALM_END = 0;
end	
end
end
endmodule  
[./run.sh]
#!/bin/bash
# OpenROAD 26Q1-2900-gdf79404cd8, Yosys 0.63+post, stock flow scripts
make -C /OpenROAD-flow-scripts/flow DESIGN_CONFIG=/design/flow/config.mk WORK_HOME=/design/flow/orfs finish
[./constraint.sdc]
current_design PalmIdentification

set clk_period 2.6
set clk_io_pct 0.2

create_clock -name clk0 -period $clk_period [get_ports {clk}]

set non_clock_inputs [all_inputs -no_clocks]
set_input_delay [expr $clk_period * $clk_io_pct] -clock clk0 $non_clock_inputs
set_output_delay [expr $clk_period * $clk_io_pct] -clock clk0 [all_outputs]
==> deck_impl_summary.md <==
Run Summary

Die
  – Die Width: 116 um
  – Starting Density: ~13%
  – Ports: ~40
  – Core area: ~9000 um2
  – Vert. Die Dim: 116 um
  – Die area: 13,500 um2
  – Core Rows: 34

Synthesis
  – Top cells by count, synth: dfxtp_1, buf_4, nand2_1, o21ai_0, nor2_1
  – Top cell area share: 47.9%
  – Count leader, synth: dfxtp_1
  – Average cell area after synthesis: 8.95 um2
  – Fraction of registers with async set/reset: 0%
  – Dominant flop cell: dfxtp_1
  – Top cells by area: dfxtp_1, buf_4, o21ai_0
  – Mapped Area: 1130 um2
  – Cells after synthesis: 126
  – Yosys Chip Area: 1130 um2
  – Post-synth EDFFs: 0
  – Cell Type Count: 27
  – Synthesis Warnings: 1
  – Post-synthesis register bit count: 27
  – Synth area leader: dfxtp_1
  – Post-synthesis sequential area ratio: 47.9%
  – Cells in synth_stat.txt: 126

Setup path
  – Worst EP required: around 2.1 ns
  – R2r setup slk: between 1 and 1.5 ns
  – FF-to-FF End: start_of_palm_c[7]$_SDFFE_PP0P_
  – Crit-path slowest cell: clkdlybuf4s50_1
  – Worst setup EP type: output port
  – Crit-path leading delay family: buffers and inverters
  – Startpoint Class: flip-flop
  – CP max stage delay: 0.49 ns
  – CP arrival: 1.12 ns
  – Setup CP Type: reg2out
  – R2R Path Start: col_count[2]$_SDFF_PP0_
  – WP buf/inv: 1
  – R2r worst-path depth: 4
  – Cell Chain, Critical Path: clkdlybuf4s50_1
  – CP Max Fanout: 2

Clock network
  – Post_cts resized: 0
  – Clk pin slew, worst setup/hold paths: 0.09 ns
  – Skew-Pair Late Insertion Delay: 0.27 ns
  – Clk sinks: 27
  – CTS Hold Bufs: 0
  – TritonCTS clock tree: yes
  – Htree depth: 1
  – Bufs on Longest Clock Path: 2
  – Post-CTS Setup Repair Bufs: 0
  – CTS Root Cell: clkbuf_8
  – Inserted Clock Buffers: 3

Global routing
  – Vias in the first global route: 836
  – Initial antenna violation count: 0
  – Largest net degree at the start of global routing: 17
  – Total track usage: 3.87%
  – Overflow after GRT: 0
  – First-pass GRT wire length: between 4 and 5 mm

Final timing
  – FMAX: 0.610 GHz
  – RSZ-0062 raised after global routing: no
  – Worst clock skew: 0.00246 ns
  – Min cycle time layout: 1.64 ns
  – Final slew viol count: 0
  – Hold_ws: 0.460 ns
  – Final hold violations: 0
  – Final setup vio count: 0
  – Fin Setup TNS: 0 ns
  – Period utilization: 63.0%

Power
  – Pwr Total: 0.000717 W
  – Pleak: 0.520 nW
  – Pwr dens: 493 nW/um2
  – Max VDD drop: 0.295 mV

Placed design
  – Port Buf Inserts: 21
  – Gpl congestion: a little over 0.8
  – Detailed Place HPWL: 2.15 mm

Status
  – Outcome: completed

Final layout
  – Layout cells sized above 1: under 10%
  – Area delta synth->final: 29.0%
  – Fill cell count: 1,011
  – Post-layout util: 16.4%
  – Register area: roughly 540 um2
  – Logic area: 485 um2

Routing
  – Ant. Diodes: 0
  – Iter 0 DRT Violations: 21
  – Post-Route WL: 2.67 mm
  – First drt pass iteration count: 4
  – Drt via density: 3.33
  – Wire length per cell: just over 10 um
  – ANT nets after route: 0
  – Vias: 858
  – Drt drc: 0

Min path
  – Hold Crit Class: reg2reg
  – Min-delay src: end_of_palm_c[4]$_SDFFE_PP0N_
  – Hold-critical path endpoint: end_of_palm_c[4]$_SDFFE_PP0N_
  – Hold Crit Depth: 2

Flow run
  – Max Cap Viol: 0
  – Count of tool warnings: 25
worst max path at each step:
stage / from / endpoint / slack, ns / cells after the start
CTS: start_of_palm_c[5]$_SDFFE_PP0P_ / start_of_palm_c[5] / 0.94 / 1
global route: object_image / start_of_palm_c[0]$_SDFFE_PP0P_ / 0.85 / 5
finish: start_of_palm_c[2]$_SDFFE_PP0P_ / start_of_palm_c[2] / 0.96 / 1
final cells by class:
class,count,share of cell area [%]
repair buffers,23,15.5
well taps,108,9.29
clock buffers,3,2.84
flip-flops and latches,27,37.2
clock inverters,1,0.516
inverters,5,1.29
multi-input cells,91,33.4
per-stage QoR:
step | cells | instance area (um2) | setup slack, ns
after floorplan | 143 | 1190 | 1.14
after global placement | 254 | 1410 | 0.693
after detailed placement | 254 | 1410 | 0.673
after CTS | 258 | 1450 | 0.943
after global routing | 258 | 1450 | 0.846
final | 258 | 1450 | 0.962
routing by layer:
layer	up-vias	wire length (um)	track usage [%]	part of all wire (%)
met3	2	189	1.73	7.1
met4	0	17	0.334	0.64
li1	444	-	-	-
met5	-	0	0	0
met1	380	1420	5.55	53
met2	32	1040	5.46	39
cell families (layout without fill, tap and decap cells):
kind of cell             count (synthesis)  count (layout)  synth area share, %
buffers and inverters                   25              32                 14.7
AND/OR/NAND/NOR                         39              39                 16.3
other                                    1              18                0.333
XOR/XNOR                                 4               4                 3.11
flip-flops                              27              27                 47.9
adder cells (fa/ha/maj)                  1               1                 1.11
AND-OR/OR-AND                           29              29                 16.5
cells in the final DEF (no fill, tap or decap), drive strengths merged, types with 3 or more instances in the layout:
cell type / instances
clkbuf: 3
inv: 5
conb: 18
clkdlybuf4s50: 21
o21ai: 17
nand3: 4
nor2: 10
nand2: 17
dfxtp: 27
flip-flops by register name (all words and copies together) (netlist names):
name,cells
col_count,9
end_of_palm_c,9
start_of_palm_c,9
report_power, final:
group          switching, W  internal, W
combinational     0.0000245    0.0000215
sequential       0.00000836     0.000422
clock              0.000132     0.000109
Power is estimated from default activity; no workload was simulated.
