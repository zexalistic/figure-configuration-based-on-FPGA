--- flow/config.mk ---
export PLATFORM = sky130hd
export DESIGN_NAME = SignIdentification
export DESIGN_NICKNAME = SignIdentification
export VERILOG_FILES = /design/flow/design.v
export SDC_FILE = /design/flow/constraint.sdc
export NUM_CORES = 4
export LEC_CHECK = 1
export CORE_AREA = 10 10 70 70
export DIE_AREA = 0 0 80 80
--- flow/constraint.sdc ---
current_design SignIdentification

set clk_period 2.3
set clk_io_pct 0.2

create_clock -name clk0 -period $clk_period [get_ports {clk}]

set non_clock_inputs [all_inputs -no_clocks]
set_input_delay [expr $clk_period * $clk_io_pct] -clock clk0 $non_clock_inputs
set_output_delay [expr $clk_period * $clk_io_pct] -clock clk0 [all_outputs]
--- flow/run.sh ---
#!/bin/bash
# OpenROAD 26Q1-2900-gdf79404cd8, Yosys 0.63+post, stock flow scripts
make -C /OpenROAD-flow-scripts/flow DESIGN_CONFIG=/design/flow/config.mk WORK_HOME=/design/flow/orfs finish
--- flow/design.v ---
module SignIdentification(thumb_status,
			  index_status,
			  middle_status,
			  ring_status,
			  pinky_status,
			  sign_value,
			  rst,clk);
   input      thumb_status;
   input      index_status;
   input      middle_status;
   input      ring_status;
   input      pinky_status;
   output [3:0] sign_value;
   input 	rst, clk;
   reg 		sign_value;
   reg [4:0] 	finger_db;
   always @(posedge clk) begin
      if(rst) begin
	 sign_value <= 4'b0000;
      end
      else begin
	 finger_db <= {pinky_status, ring_status, middle_status, index_status, thumb_status};
	 case(finger_db)
	   5'b00010 : sign_value <= 1;
	   5'b00110 : sign_value <= 2;
  	   5'b00111 : sign_value <= 3;
	   5'b11110 : sign_value <= 4;
	   5'b11111 : sign_value <= 5;
	   5'b10001 : sign_value <= 6;
	   5'b10011 : sign_value <= 7;
	   5'b00011 : sign_value <= 8;
	   5'b00000 : sign_value <= 0;
	   default : sign_value <= 0;
	 endcase  
      end  
   end  
endmodule  
==> impl_metrics.prom <==
# HELP chip_impl_metric Physical implementation figures
# TYPE chip_impl_metric gauge
chip_impl_metric{name="areaGrowthSynthToFinish",unit="%"} 53.14
chip_impl_metric{name="first_iter_violations",unit=""} 4
chip_impl_metric{name="dr_total_vias",unit=""} 257
chip_impl_metric{name="cp_max_fo",unit=""} 1
chip_impl_info{name="clock_tree.root_cell",value="clkbuf_4"} 1
chip_impl_metric{name="post-route-period-util",unit="%"} 64.77
chip_impl_metric{name="synth_cell_types",unit=""} 14
chip_impl_metric{name="max_cap_violations",unit=""} 0
chip_impl_metric{name="synthSimpleGateAreaFrac",unit="%"} 19.56
chip_impl_info{name="cp_cell_sequence",value="clkdlybuf4s50_1"} 1
chip_impl_metric{name="worst_path_largest_cell_delay",unit="ps"} 460
chip_impl_metric{name="compound_area_share",unit="%"} 6.642
chip_impl_metric{name="grt_remaining_overflow",unit=""} 0
chip_impl_metric{name="chip_area",unit="mm2"} 0.006400
chip_impl_metric{name="layout-drive-gt1-share",unit="%"} 7.895
chip_impl_metric{name="power_frac_clock",unit="%"} 34.4
chip_impl_metric{name="cts_hold_repair.buffers",unit=""} 0
chip_impl_metric{name="io-pin-count",unit=""} 11
chip_impl_metric{name="syn_avg_cell_area",unit="um2"} 13.56
chip_impl_info{name="run_status",value="finished clean"} 1
chip_impl_info{name="min-delay-path-class",value="reg2reg"} 1
chip_impl_info{name="grt_setup_unrepaired",value="no"} 1
chip_impl_metric{name="power-per-cell-area",unit="mW/mm2"} 646.3
chip_impl_metric{name="die_w",unit="um"} 80
chip_impl_metric{name="drc",unit=""} 0
chip_impl_metric{name="postCtsResizedCells",unit=""} 0
chip_impl_metric{name="skew",unit="ps"} 2.103
chip_impl_metric{name="yosys.stat.chipArea",unit="um2"} 339.1
chip_impl_metric{name="first_global_vias",unit=""} 255
chip_impl_metric{name="synth.yosys.seq_area_share",unit="%"} 67.90
chip_impl_metric{name="grt_start_max_net_pins",unit=""} 9
chip_impl_metric{name="gp_congestion",unit=""} 0.7418
chip_impl_metric{name="die_height",unit="um"} 80
chip_impl_metric{name="stdcell_count",unit=""} 84
chip_impl_metric{name="floorplan.rows",unit=""} 21
chip_impl_metric{name="synth_flop_count",unit=""} 9
chip_impl_info{name="final_common_cell",value="clkdlybuf4s50_1"} 1
chip_impl_metric{name="total_routing_usage_reported_by_global_routing",unit="%"} 2.196
chip_impl_metric{name="detail_route.antenna_diodes",unit=""} 0
chip_impl_metric{name="clock_insertion_delay_worst_skew",unit="ps"} 250
chip_impl_metric{name="timing.hold.worst_path_depth",unit=""} 1
chip_impl_metric{name="cp_num_buf_inv",unit=""} 1
chip_impl_metric{name="synth.yosys.num_cells",unit=""} 25
chip_impl_info{name="worst_r2r_endpoint",value="sign_value[0]"} 1
chip_impl_metric{name="number_of_antenna_violations_at_the_first_check_in_global_routing",unit=""} 0
chip_impl_metric{name="setup_viol_count_final",unit=""} 0
chip_impl_info{name="min-delay-start",value="finger_db[4]"} 1
chip_impl_metric{name="final_hold_viol_count",unit=""} 0
chip_impl_metric{name="number_of_search_and_repair_iterations_in_the_first_detailed_routing_pass",unit=""} 4
chip_impl_metric{name="ff2ff_path_depth",unit=""} 2
chip_impl_metric{name="antenna_left",unit=""} 0
chip_impl_metric{name="cts_buffers",unit=""} 3
chip_impl_metric{name="synthCells",unit=""} 25
chip_impl_metric{name="switching_share",unit="%"} 20.30
chip_impl_metric{name="pwr-share-seq",unit="%"} 57.1
chip_impl_metric{name="clock_path_buffers",unit=""} 2
chip_impl_info{name="critical-path-top-delay-family",value="buffers and inverters"} 1
chip_impl_metric{name="syn-cell-area",unit="um2"} 339.1
chip_impl_metric{name="share_of_cell_area_taken_by_muxes_after_synthesis",unit="%"} 0
chip_impl_metric{name="report.final.slew_viol_count",unit=""} 0
chip_impl_metric{name="p_comb_share",unit="%"} 8.5
chip_impl_metric{name="max_slew_margin",unit="%"} 83.68
chip_impl_metric{name="synth-warning-count",unit=""} 1
chip_impl_metric{name="clock.fmax",unit="MHz"} 671.3
chip_impl_metric{name="worst_pin_slew",unit="ps"} 244.9
chip_impl_metric{name="fp-utilization",unit="%"} 9.927
chip_impl_info{name="timing.critical_path.slowest_stage_cell",value="clkdlybuf4s50_1"} 1
chip_impl_metric{name="r2r_setup_slack",unit="ps"} 960
chip_impl_metric{name="worst_vdd_drop",unit="mV"} 0.2497
chip_impl_info{name="startpoint_type",value="register"} 1
chip_impl_info{name="worst_r2r_startpoint",value="finger_db[2]"} 1
chip_impl_metric{name="netSwitchingPower",unit="uW"} 68.14
chip_impl_metric{name="warnings",unit=""} 25
chip_impl_metric{name="port_buffers",unit=""} 10
chip_impl_metric{name="ctsHtreeMaxLevel",unit=""} 1
chip_impl_info{name="layout_top_cells",value="clkdlybuf4s50_1 (10), edfxtp_1 (5), dfxtp_1 (4)"} 1
chip_impl_metric{name="path_clk_slew",unit="ps"} 50
chip_impl_metric{name="tns",unit="ps"} 0
chip_impl_metric{name="detail_route.vias_per_cell",unit=""} 3.060
chip_impl_metric{name="cts_setup_buffers",unit=""} 0
chip_impl_metric{name="core_area",unit="mm2"} 0.003416
chip_impl_metric{name="placed_cells_incl_taps",unit=""} 80
chip_impl_metric{name="wirelength",unit="um"} 682
chip_impl_info{name="worstHoldEndpoint",value="sign_value[3]"} 1
chip_impl_info{name="cts_tree",value="done"} 1
chip_impl_metric{name="worst_ep_required_time",unit="ps"} 1840
chip_impl_info{name="post_synth_main_logic_family",value="simple AND/OR/NAND/NOR gates"} 1
chip_impl_metric{name="yosys.area_share.xor_xnor",unit="%"} 2.583
chip_impl_metric{name="first_pass_grt_wire_length",unit="um"} 1090
chip_impl_metric{name="power.static_leakage",unit="uW"} 0.0001620
chip_impl_info{name="crit_type",value="reg2out"} 1
chip_impl_metric{name="cellInternalPower",unit="uW"} 267.5
chip_impl_metric{name="arr_time_crit_path",unit="ps"} 1030
chip_impl_metric{name="fa_ha_area_share",unit="%"} 0
chip_impl_metric{name="period_minus_slack",unit="ps"} 1490
chip_impl_info{name="end_kind",value="primary output"} 1
chip_impl_metric{name="routedWlPerCell",unit="um"} 8.119
chip_impl_metric{name="cts_num_sinks",unit=""} 9
## power by group through the flow
stage	clock (uW)	sequential, uW	combinational (uW)
6_report	115	192	28.4
5_1_grt	127	193	31.9
4_1_cts	120	191	28.8
## registers in the layout, indices dropped and copies added, names as in the netlist
register and flops:
finger_db 5, sign_value 4
## worst max-delay path by stage
stage	start	to	slack [ps]	depth (start not counted)
5_1_grt	sign_value[0]	sign_value[0]	770	1
6_report	sign_value[0]	sign_value[0]	810	1
4_1_cts	sign_value[0]	sign_value[0]	790	1
## kinds of logic after synthesis
kind of cell	after synthesis
AOI/OAI and AO/OA	3
DFF	9
xor gates and xnor gates	1
and+or+nand+nor	9
buffers and inverters	3
## area by class of cell
type                       count  area, um2
clock buffer                   4      26.28
fill                         390       2897
inverter                       2      7.507
multi-input combinational     13      97.59
sequential                     9      230.2
tap                           46      57.56
timing repair buffer          10      100.1
## Yosys cell counts
library cell	instances	share of area, %
a311oi_1	1	2.6
or4_1	1	2.2
or4b_1	1	3.0
edfxtp_1	5	44
nand4_1	1	1.8
nor3_1	1	1.5
a211oi_1	1	2.2
xor2_1	1	2.6
dfxtp_1	4	24
clkbuf_1	1	1.1
a31oi_1	1	1.8
nor3b_1	2	4.4
nand3b_1	3	6.6
inv_1	2	2.2
## layer usage
metal  track usage (%)  vias up  wire [um]
li1                  -      121          -
met1             2.592      119        345
met2             2.408       15        193
met3             2.727        2        136
met4            0.3521        0          6
met5                 0        -          0
## per-stage QoR
step                utilization (%)  total power [uW]  area (um2)  hold WS (ps)  worst slack, ps
finish                        15.20             335.6       519.2         574.6            810.3
CTS                           15.20             340.0       519.2         561.2            793.5
detailed placement            14.43             223.3       493.0         550.5            613.7
global placement              14.43             221.4       493.0         537.1            660.1
floorplan                         -             203.5       339.1         490.7             1022
global route                  15.20             352.0       519.2         596.7            771.7
## worst reg2reg max path, stage by stage (launching register included)
cell	delay, ps
edfxtp_1	500
or4_1	540
a311oi_1	210
No activity file was given, so power comes from the tool's default toggle rates.
