### flow/run.sh
#!/bin/bash
# OpenROAD 26Q1-2900-gdf79404cd8, Yosys 0.63+post, stock flow scripts
make -C /OpenROAD-flow-scripts/flow DESIGN_CONFIG=/design/flow/config.mk WORK_HOME=/design/flow/orfs finish
### flow/config.mk
export PLATFORM = sky130hd
export DESIGN_NAME = SkinDecider
export DESIGN_NICKNAME = SkinDecider
export VERILOG_FILES = /design/flow/design.v
export SDC_FILE = /design/flow/constraint.sdc
export NUM_CORES = 4
export LEC_CHECK = 1
export CORE_AREA = 10 10 113 113
export DIE_AREA = 0 0 123 123
### flow/constraint.sdc
current_design SkinDecider

set clk_period 6.6
set clk_io_pct 0.2

create_clock -name clk0 -period $clk_period [get_ports {clk}]

set non_clock_inputs [all_inputs -no_clocks]
set_input_delay [expr $clk_period * $clk_io_pct] -clock clk0 $non_clock_inputs
set_output_delay [expr $clk_period * $clk_io_pct] -clock clk0 [all_outputs]
### flow/design.v
module SkinDecider(luma_ch, cb_ch, cr_ch,
		   object_image,
		   BACKGROUND_DIFFERENCE,
		   flag,class_1,class_2,
		   rst, clk);
   input [7:0] luma_ch, cb_ch, cr_ch,class_1,class_2;
   input       BACKGROUND_DIFFERENCE;
   output      object_image,flag;
   input 	rst, clk;
   reg  	object_image;
   reg   BACKGROUND_SCAN_COMPLETE;
   reg [19:0] 	counter;
    parameter IMAGE_WIDTH=384;
    parameter IMAGE_HIGHT=216;
  assign flag= BACKGROUND_SCAN_COMPLETE;
  always@(posedge clk)begin
        if(rst)begin
            counter<=0;
            end
        else begin
            counter <= counter + 1'b1;
            end
  end
always @(posedge clk) begin
  if (rst)
        begin
	       object_image <= 0;
	       BACKGROUND_SCAN_COMPLETE<=0;
	    end
  else begin
	 if(BACKGROUND_DIFFERENCE) begin
	if(!BACKGROUND_SCAN_COMPLETE) 	   
	    begin
         if (luma_ch<((class_1/2+class_2/2)) )  
               begin
                 object_image <= 1'b1;
               end
           else
              begin
                object_image <= 1'b0;	
              end       
	       if(counter == IMAGE_WIDTH*IMAGE_HIGHT) begin
		       BACKGROUND_SCAN_COMPLETE <= 1;
	       end
	            else
		        BACKGROUND_SCAN_COMPLETE <= 0;
	    end
	   else begin
	       object_image <= 0;
	    end
	  end
   end
end  
endmodule  
==> results.txt <==
From the run reports.

- The critical hold path startpoint reads counter[0].
- The vertical die dimension is 123 um.
- Once detailed placement completed, the half-perimeter wirelength came to roughly 2.5 mm.
- The endpoint arrival time on the critical path is 3880 ps.
- The number of instances resized during post-cts repair reads 0.
- The routed via count is approximately 1.2k.
- The global-route usage over all layers reads 0.04131.
- The max-slew check reports its worst relative slack as 0.7458.
- The floorplan has 37 rows.
- The count of buffers added on input and output ports is 26.
- The core utilization of the finished layout reads 0.1849.
- The type of the worst setup path is in -> reg.
- The overall die area is 0.01513 mm^2.
- The synthesis warning total is 1.
- The endpoint of the worst-slack reg-to-reg timing path is counter[18].
- The count of unresolved DRC violations after routing is 0.
- The cell chosen for the clock root reads sky130_fd_sc_hd__clkbuf_8.
- For this run, the register share of the synthesized area comes to 0.3014.
- The final number of setup-violating endpoints is 0.
- Summing all non-filler instances in the final layout gives an area of 0.001909 mm^2.
- The number of buffers inserted for hold repair after clock tree synthesis reads 0.
- At the pin with the least slew margin, the transition time is around 370 ps.
- Per the detailed-route log, wirelength across all metal layers totals between 3 and 4 mm.
- Before any placement, the netlist area is recorded as between 0.001 and 0.0015 mm^2.
- Setup repair after global routing left no endpoint under its margin.
- For reference, the clock transition at the flip-flops on the worst setup and hold paths is 70 ps.
- The placed instance area is about 0.0019 mm^2.
- The worst hold path cell count is 1.
- The post-route setup TNS is 0 ps.
- The routability-driven placement congestion ratio is 0.8237.
- The post-route minimum period reads 3691 ps.
- The CTS sink count reads 22.
- In the synthesis report, Yosys lists the chip area as 0.001461 mm^2.
- The share of post-route cells with drive strength above 1 reads 0.05641.
- The initial core utilization is 0.1416.
- The clock buffer count from CTS is 3.
- The synth_stat.txt file lists the number of cells as 170.
- Synthesis handed over a netlist of 170 instances.
- The smallest hold slack is 484.0 ps.
- The worst-case reg-to-reg path depth is 4.
- The maximum ir drop on the vdd rail reads 0.04858 mV.
- Per the detail_route report, vias per standard cell equal 3.764.
- The detail route stage leaves a number of antenna-violating nets equal to 0.
- The top cell type's share of synthesized area is 0.3014.
- The total global routing overflow is 0.
- The die width is 123 um.
- The largest area contributor in the synthesized netlist is sky130_fd_sc_hd__dfxtp_1.
- The number of distinct library cells after synthesis is 40.
- For the final database, setup skew stands at between 2 and 2.5 ps.
- The type recorded for the worst min-delay path is reg -> reg.
- The end of the worst hold path is counter[0].
- The number of register bits inferred by synthesis reads 22.
- The average routed wire per standard cell reads 9.604 um.
- The number of antenna diodes in the final layout is 0.
- The number of I/O pins is 45.
- The detailed router's first-iteration violation count reads 26.
- The CTS tree reads yes.
- The ratio of total power to cell area reads 148.9 mW/mm^2.
- The number of antenna violations at the first check in global routing is 0.
- The number of max-cap violations reads 0.
- The startpoint of the most critical register-to-register path is counter[0].
- The number of hold-slack violations in the final timing report reads 0.
- The worst endpoint required time is 6790 ps.
- The largest net degree at the start of global routing is 26.
- The area growth from synthesis to final layout reads 30.65%.
- The pre-antenna-repair detailed-routing pass consisted of 4 iterations.
- The via count of the first global-routing pass is 1,204.
- Across all stage logs, warnings added up to 44.
- The core region is ~0.010 mm^2.
- After clock tree synthesis, the setup repair step added 0 buffers.
- The minimum setup slack among reg-to-reg paths reads around 4800 ps.
- The leakage power summed over all cells is 0.0006440 uW.
- The endpoint kind of the worst setup timing path reads a flop.
- The synthesis report lists the most area-consuming cells as sky130_fd_sc_hd__dfxtp_1, sky130_fd_sc_hd__ha_1, sky130_fd_sc_hd__xnor2_1, sky130_fd_sc_hd__nor2_1, sky130_fd_sc_hd__a21oi_1.
- The mean post-synth cell area reads 8.596 um^2.
- The buffer depth of the longest clock path reads 2.
- Per the timing report, the biggest fanout along the worst path comes to 3.
- The final critical-path share of the clock period reads 0.5593.
- The global-route wire length before repair reads 5.347 mm.
- The run finished with clean final reports.
- Max-slew check failures listed in the final report amount to 0.
- In this run the number of H-tree levels came out at 1.
- The fmax is approximately 270 MHz.
- The clock reaches the later pin of the worst-skew pair after 250 ps.
- STA classifies the critical path startpoint as an input port.
## logic make-up (layout without fill, tap and decap cells)
kind of cell,Yosys count,count (layout),synth area share
and+or+nand+nor,65,65,0.2474
DFF,22,22,0.3014
AOI/OAI and AO/OA,34,34,0.1498
xor gates and xnor gates,13,13,0.07791
muxes,3,3,0.02311
adders and majority gates,17,17,0.1507
buffers and inverters,16,41,0.04966
## power breakdown
group	total, uW	internal (uW)	switching [uW]
Sequential	138	135	2.39
Combinational	66.8	37.7	29.1
Clock	80.0	40.6	39.4
## placed cells by master, fill, tap and decap left out
cell / instances
sky130_fd_sc_hd__clkdlybuf4s50_1: 26
sky130_fd_sc_hd__dfxtp_1: 22
sky130_fd_sc_hd__nor2_1: 16
sky130_fd_sc_hd__ha_1: 16
sky130_fd_sc_hd__inv_1: 11
sky130_fd_sc_hd__a21oi_1: 10
sky130_fd_sc_hd__xnor2_1: 10
sky130_fd_sc_hd__nand2_1: 8
sky130_fd_sc_hd__nor4_1: 8
sky130_fd_sc_hd__o21ai_0: 7
sky130_fd_sc_hd__nand3_1: 5
sky130_fd_sc_hd__nand4_1: 4
sky130_fd_sc_hd__nor3_1: 4
sky130_fd_sc_hd__nor2b_1: 4
sky130_fd_sc_hd__o31ai_1: 4
sky130_fd_sc_hd__xor2_1: 3
sky130_fd_sc_hd__mux2_2: 3
sky130_fd_sc_hd__or4_1: 3
sky130_fd_sc_hd__clkbuf_8: 3
sky130_fd_sc_hd__a21o_1: 2
sky130_fd_sc_hd__nor3b_1: 2
sky130_fd_sc_hd__a31oi_1: 2
sky130_fd_sc_hd__or2_1: 2
sky130_fd_sc_hd__or3_2: 2
sky130_fd_sc_hd__o21a_1: 2
sky130_fd_sc_hd__a2111oi_0: 2
sky130_fd_sc_hd__nor4b_1: 2
sky130_fd_sc_hd__o21bai_1: 1
sky130_fd_sc_hd__o41ai_1: 1
sky130_fd_sc_hd__o2111a_1: 1
sky130_fd_sc_hd__a311oi_1: 1
sky130_fd_sc_hd__o211ai_1: 1
sky130_fd_sc_hd__nand3_2: 1
sky130_fd_sc_hd__or3_1: 1
sky130_fd_sc_hd__and4_1: 1
sky130_fd_sc_hd__and4bb_2: 1
sky130_fd_sc_hd__and3_1: 1
sky130_fd_sc_hd__fa_1: 1
sky130_fd_sc_hd__buf_4: 1
## registers in the layout, indices dropped and copies added, names as in the netlist
| signal | cells |
|---|---|
| counter | 20 |
| BACKGROUND_SCAN_COMPLETE | 1 |
| object_image | 1 |
## per-layer routing
metal	vias to the layer above	GRT usage	wire length [um]
li1	671	-	-
met1	553	0.05691	1604
met2	20	0.06392	1362
met3	2	0.01526	200
met4	0	0.002183	12
met5	-	0	0
## per-stage QoR
step           total power [uW]  setup WS, ps  instances
5_1_grt                   302.3          2676        331
4_1_cts                   288.7          2886        331
2_1_floorplan             181.4          3229        170
6_report                  284.3          2909        331
3_5_place_dp              208.0          2622        328
3_3_place_gp              207.2          2644        328
## how the worst max path moves through the flow
stage                       from            to  slack [ps]  cells after the start
after CTS             class_1[1]  object_image        2890                     11
after global routing  class_1[2]  object_image        2680                     11
final                 class_1[1]  object_image        2910                     11
## cell type report
type | count | area, um^2
multi-input cells | 132 | 948.4
flip-flops and latches | 22 | 440.4
clock buffers | 3 | 41.29
fillers | 1130 | 8414
inverters | 11 | 41.29
well taps | 136 | 170.2
repair buffers | 27 | 267.8
## Yosys cell counts
master	n
sky130_fd_sc_hd__nand3_2	1
sky130_fd_sc_hd__nor3b_1	2
sky130_fd_sc_hd__o21a_1	2
sky130_fd_sc_hd__a2111oi_0	2
sky130_fd_sc_hd__nor2_1	16
sky130_fd_sc_hd__fa_1	1
sky130_fd_sc_hd__o2111a_1	1
sky130_fd_sc_hd__a311oi_1	1
sky130_fd_sc_hd__ha_1	16
sky130_fd_sc_hd__or3_1	1
sky130_fd_sc_hd__nor4b_1	2
sky130_fd_sc_hd__nand4_1	4
sky130_fd_sc_hd__nor4_1	8
sky130_fd_sc_hd__nand3_1	5
sky130_fd_sc_hd__a21o_1	2
sky130_fd_sc_hd__xnor2_1	10
sky130_fd_sc_hd__or3_2	2
sky130_fd_sc_hd__a31oi_1	2
sky130_fd_sc_hd__nor3_1	4
sky130_fd_sc_hd__and4_1	1
sky130_fd_sc_hd__and4bb_2	1
sky130_fd_sc_hd__inv_1	11
sky130_fd_sc_hd__mux2_2	3
sky130_fd_sc_hd__clkbuf_1	2
sky130_fd_sc_hd__xor2_1	3
sky130_fd_sc_hd__nand2_1	8
sky130_fd_sc_hd__o211ai_1	1
sky130_fd_sc_hd__and3_1	1
sky130_fd_sc_hd__buf_4	1
sky130_fd_sc_hd__o41ai_1	1
sky130_fd_sc_hd__buf_6	1
sky130_fd_sc_hd__or4_1	3
sky130_fd_sc_hd__or2_1	2
sky130_fd_sc_hd__o21ai_0	7
sky130_fd_sc_hd__nor2b_1	4
sky130_fd_sc_hd__buf_2	1
sky130_fd_sc_hd__dfxtp_1	22
sky130_fd_sc_hd__a21oi_1	10
sky130_fd_sc_hd__o31ai_1	4
sky130_fd_sc_hd__o21bai_1	1
## worst max-delay path, cell delays in order
cell,delay [ps]
sky130_fd_sc_hd__clkdlybuf4s50_1,410
sky130_fd_sc_hd__ha_1,230
sky130_fd_sc_hd__fa_1,400
sky130_fd_sc_hd__a21o_1,170
sky130_fd_sc_hd__a21oi_1,260
sky130_fd_sc_hd__xnor2_1,110
sky130_fd_sc_hd__ha_1,210
sky130_fd_sc_hd__a2111oi_0,390
sky130_fd_sc_hd__o21a_1,180
sky130_fd_sc_hd__o31ai_1,80
sky130_fd_sc_hd__a21oi_1,130
Power figures rest on the tool's default switching activity, not on a simulated workload.
